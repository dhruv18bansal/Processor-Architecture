$ cat ./config.mk
export PLATFORM = sky130hd
export DESIGN_NAME = hazard_detection_unit
export DESIGN_NICKNAME = hazard_detection_unit
export VERILOG_FILES = /design/flow/design.v
export SDC_FILE = /design/flow/constraint.sdc
export NUM_CORES = 4
export LEC_CHECK = 1
export CORE_AREA = 10 10 70 70
export DIE_AREA = 0 0 80 80
$ cat ./constraint.sdc
current_design hazard_detection_unit

set clk_period 1.7
set clk_io_pct 0.2

create_clock -name clk0 -period $clk_period

set non_clock_inputs [all_inputs -no_clocks]
set_input_delay [expr $clk_period * $clk_io_pct] -clock clk0 $non_clock_inputs
set_output_delay [expr $clk_period * $clk_io_pct] -clock clk0 [all_outputs]
$ cat ./design.v
module hazard_detection_unit (
  input  wire        MemRead_EX,
  input  wire [4:0]  Rd_EX,
  input  wire        structural_hazard,
  input  wire        branch,
  input  wire [31:0] IFID_inst,
  output reg         stall,
    output reg       if_id_WriteEnable,
    output reg       pc_WriteEnable
);
  wire [4:0] rs1_ID;
  wire [4:0] rs2_ID;
  assign rs1_ID = IFID_inst[19:15];
  assign rs2_ID = IFID_inst[24:20];
  always @(*) begin
    stall = 1'b0;
      if_id_WriteEnable = 1;
    pc_WriteEnable = 1;
    if (MemRead_EX && ((Rd_EX == rs1_ID) || (Rd_EX == rs2_ID))) begin
      stall = 1'b1;
       if_id_WriteEnable = 0;
      pc_WriteEnable = 0;
    end
  end
endmodule
$ cat ./run.sh
#!/bin/bash
# OpenROAD 26Q1-2900-gdf79404cd8, Yosys 0.63+post, stock flow scripts
make -C /OpenROAD-flow-scripts/flow DESIGN_CONFIG=/design/flow/config.mk WORK_HOME=/design/flow/orfs finish
==> flow_metrics.tcl <==
# flow metrics
set metrics [dict create \
    status "complete, no violations" \
    layout-drive-gt1-share_pct 60.0 \
    worst_pin_slew_ns 0.150 \
    initial_utilization_pct 3.81 \
    syn_area_um2 130 \
    final.clkbuf_count 0 \
    path_buffers 2 \
    drc 0 \
    hold_slack_ns 1.09 \
    timing.fmax_ghz 0.612 \
    wl_um 731 \
    synth.top_cell.area_share_pct 67.3 \
    drtIter0Drc 4 \
    gp_congestion 0.792 \
    synth_cell_type_count 6 \
    worstPathRequired_ns 1.36 \
    cts_hold_buf 0 \
    die_area_um2 6400 \
    antenna_found_initial 0 \
    post-dp-hpwl_um 618 \
    grt_overflow_total 0 \
    finalSetupViolCount 0 \
    grt_start_max_net_pins 3 \
    avgViaCountPerCell 2.35 \
    vias 202 \
    synth.avg_cell_area_um2 7.65 \
    cp_top_family "buffers and inverters" \
    ant_nets 0 \
    end_kind "output pin" \
    hold_viol_final 0 \
    cp_num_cells 5 \
    io_buffer_count 19 \
    layout_min_cycle_time_ns 1.63 \
    hp-class "input port to output pin" \
    setup_ws_ns 0.0653 \
    grt_pass1_vias 216 \
    logic_area_um2 176 \
    warnings 57 \
    drv_slew 0 \
    row_count 21 \
    seq_cells 0 \
    yosys_area_um2 130 \
    cp_max_fo 2 \
    ioPinCount 43 \
    cp_slowest_stage_delay_ns 0.25 \
    dr.pass1.iters 2 \
    regArea_um2 0 \
    grt_pass1_wl_um 1030 \
    cp_cell_sequence "dlygate4sd2_1 -> xnor2_1 -> nand4_1 -> o22a_1 -> clkdlybuf4s15_1" \
    syn2layout_area_growth_pct 212 \
    drv_cap 0 \
    path_class "input port to output pin" \
    core-area_um2 3420 \
    synth_top_cell_by_area "xnor2_1" \
    ys_warn_count 1 \
    fillers 395 \
    power_density_nw_per_um2 213 \
    cpMaxStageDelayCell "o22a_1" \
    dp_worst_setup_slack_ns -0.461 \
    fp.dieH_um 80 \
    ys_seq_share_pct 0 \
    arrival_ns 1.29 \
    min_period_over_period_pct 96.2 \
    die.size.x_um 80 \
    peakVddDrop_v 0.0000192 \
    critical_path.startpoint_type "input port" \
    wl_per_cell_um 8.50 \
    syn_inst 17 \
    fin_setup_tns_ns 0 \
    area_leaders "xnor2_1 (67%), nand4_1 (9.6%), o22a_1 (6.7%)" \
    min_path_cells 4 \
    utilization_pct 11.9 \
    synth_stat.cells 17 \
    max_slew_margin_pct 89.9 \
    n_antenna_cell 0 \
    gr-usage-all-layers_pct 1.94 \
    leakagePower_nw 0.179 \
]
cell type report:
class / count / share of cell area, %
Tap cell: 46 / 14.2
Multi-Input combinational cell: 16 / 43.5
Timing Repair Buffer: 24 / 42.3
cells in the mapped netlist:
library cell and instances:
o22ai_1 1, buf_4 1, nand4_1 2, nand2_1 2
xnor2_1 10, o22a_1 1
cells in the final DEF, fill, tap and decap left out, types with 2 or more instances in the layout:
cell / count
clkbuf_2: 8
clkdlybuf4s15_1: 4
buf_4: 5
nand4_1: 2
buf_2: 3
dlygate4sd2_1: 3
xnor2_2: 6
xnor2_1: 4
timing repair:
| item | 4_1_cts | 5_1_grt |
|---|---|---|
| gates resized | 32 | 23 |
| gates cloned | 0 | 0 |
| pin swaps | 15 | 13 |
| setup endpoints to repair | 3 | 3 |
| setup buffers | 4 | 0 |
power breakdown:
group          switching, mW  internal, mW  leakage, nW
sequential                 0             0            0
combinational         0.0322        0.0541        0.179
clock                      0             0            0
cells by family (layout without fill, tap and decap cells):
kind of cell / after synthesis / after routing / share of synthesized area, %
buffers and inverters: 1 / 24 / 5.77
and+or+nand+nor: 4 / 4 / 15.4
AOI/OAI and AO/OA: 2 / 2 / 11.5
xor gates and xnor gates: 10 / 10 / 67.3
routing by layer:
layer | track usage [%] | share of wire [%] | vias to the layer above
li1 | - | - | 104
met1 | 1.98 | 37 | 88
met2 | 3.85 | 48 | 10
met3 | 0.682 | 15 | 0
met4 | 0 | 0 | 0
met5 | 0 | 0 | -
final timing paths:
check                 slack (ns)           from                end
worst min-delay path        1.09     MemRead_EX              stall
worst max-delay path        0.07  IFID_inst[18]  if_id_WriteEnable
metrics by stage:
stage | instance area, um2 | power (mW) | std cells
CTS | 409 | 0.0811 | 86
finish | 405 | 0.0862 | 86
global placement | 378 | 0.0805 | 82
detailed placement | 378 | 0.0807 | 82
global route | 405 | 0.0938 | 86
floorplan | 130 | 0.0272 | 17
Power figures rest on the tool's default switching activity, not on a simulated workload.
