===== ./config.mk =====
export PLATFORM = sky130hd
export DESIGN_NAME = ForwardingUnit
export DESIGN_NICKNAME = ForwardingUnit
export VERILOG_FILES = /design/flow/design.v
export SDC_FILE = /design/flow/constraint.sdc
export NUM_CORES = 4
export LEC_CHECK = 1
export CORE_AREA = 10 10 70 70
export DIE_AREA = 0 0 80 80

===== ./constraint.sdc =====
current_design ForwardingUnit

set clk_period 3.2
set clk_io_pct 0.2

create_clock -name clk0 -period $clk_period

set non_clock_inputs [all_inputs -no_clocks]
set_input_delay [expr $clk_period * $clk_io_pct] -clock clk0 $non_clock_inputs
set_output_delay [expr $clk_period * $clk_io_pct] -clock clk0 [all_outputs]

===== ./design.v =====
module ForwardingUnit
  (
    input [4:0] RS_1,  
    input [4:0] RS_2,  
    input [4:0] rdMem,  
    input [4:0] rdWb,  
    input regWrite_Wb,  
    input regWrite_Mem,  
    output reg [1:0] Forward_A,
    output reg [1:0] Forward_B
 );
  always @(*)
    begin
      if ((rdMem == RS_1) && (regWrite_Mem != 0) && (rdMem != 0))
          Forward_A = 2'b10;
      else if ((rdWb == RS_1) && (regWrite_Wb != 0) && (rdWb != 0) )
          Forward_A = 2'b01;
      else
          Forward_A = 2'b00;
    end
always @(*)
    begin      
      if ((rdMem == RS_2) && (regWrite_Mem != 0) && (rdMem != 0))
          Forward_B = 2'b10;
      else if ((rdWb == RS_2) && (regWrite_Wb != 0) && (rdWb != 0) )
          Forward_B = 2'b01;
      else
          Forward_B = 2'b00;
    end
endmodule

===== ./run.sh =====
#!/bin/bash
# OpenROAD 26Q1-2900-gdf79404cd8, Yosys 0.63+post, stock flow scripts
make -C /OpenROAD-flow-scripts/flow DESIGN_CONFIG=/design/flow/config.mk WORK_HOME=/design/flow/orfs finish

==> results_dict.tcl <==
# implementation run metrics
set metrics [dict create \
    run_status "complete, no violations" \
    fin_crit_ns 3.13 \
    route.met2.wl_microns 511 \
    worstHoldEndpoint "Forward_B[0]" \
    cts-hold-fix-buffers 0 \
    power_report.internal_total_uw 42.8 \
    holdCritStartpoint "regWrite_Wb" \
    routed_wl_microns 1180 \
    drt_iter0_drc 8 \
    post_route_cells_drive_above_1_share 0.0794 \
    route.met3.wl_microns 122 \
    critPathBufInv 2 \
    antenna_left 0 \
    crit_fanout 2 \
    seq_area_sq_um 0 \
    layoutNonFillerInstCount 109 \
    worstSetupStartpointType "input port" \
    fp_util 0.0751 \
    synthCells 34 \
    yosysChipArea_sq_um 256 \
    clock_power_share 0 \
    n_antenna_cell 0 \
    tool_warnings 32 \
    port_buffers 26 \
    multi_input_comb_area_sq_um 260 \
    p_leak_uw 0.000211 \
    postSynthAreaPerCell_sq_um 7.54 \
    first_global_vias 406 \
    post-layout-total-power_uw 67.4 \
    largest_area_cell "sky130_fd_sc_hd__xnor2_1" \
    timing.hold.worst.class "input port to output port" \
    grt_first_pass_wirelength_microns 1850 \
    die.size.x_microns 80 \
    final_critical_path_setup_slack_ns 0.0681 \
    netlist_top_cells_count "sky130_fd_sc_hd__xnor2_1 (10), sky130_fd_sc_hd__xor2_1 (10), sky130_fd_sc_hd__nand3_1 (4), sky130_fd_sc_hd__nor3_1 (4)" \
    detail_route.wl_per_cell_microns 10.9 \
    cts.repair_timing.setup_buffer_count 0 \
    worst_path_dominant_cell_family "buffers and inverters" \
    worst-slew-pin-transition_ns 0.379 \
    worst_vdd_ir_v 0.0000151 \
    drt-met1-wl_microns 550 \
    synth.lib_cells_used.distinct 8 \
    dp_slack_ns -0.0372 \
    avgViaCountPerCell 3.22 \
    coreArea_sq_um 3420 \
    global_route.usage.total 0.0351 \
    report.final.slew_viol_count 0 \
    die_area_sq_um 6400 \
    ys_seq_frac 0 \
    fillers 389 \
    globalRoute.totalOverflow 0 \
    initial_antenna_violation_count 0 \
    post-place-cells 109 \
    critical_path_class "input port to output port" \
    grt_max_degree 4 \
    top_cell_area_share 0.341 \
    critical_path_arrival_ns 2.49 \
    area_growth_syn_to_layout_pct 135 \
    setup.worst_path.end_class "output port" \
    final.setup.tns_ns 0 \
    rsz0062_at_grt "false" \
    layout.sequential_cells 0 \
    chain_of_cells_forming_the_critical_path "clkdlybuf4s50_1, or4_4, o21ai_2, nor4_1, nor3_1, clkdlybuf4s50_1" \
    routabilityCongestion 0.799 \
    synth-cells-yosys 34 \
    critPathMostFrequentCell "sky130_fd_sc_hd__clkdlybuf4s50_1" \
    power.density_nw_per_um2 112 \
    dr_total_vias 351 \
    dieHeight_microns 80 \
    achievable-frequency_ghz 0.319 \
    num_rows 21 \
    final-setup-viol-count 0 \
    io_pins 26 \
    postLayoutCoreUtil 0.176 \
    dr.pass1.iters 4 \
    ys.warnings.count 1 \
    cp.required_ns 2.56 \
    hold_viol_final 0 \
    ys_top_cells_by_area "sky130_fd_sc_hd__xnor2_1 (34%), sky130_fd_sc_hd__xor2_1 (34%), sky130_fd_sc_hd__nand3_1 (7.8%), sky130_fd_sc_hd__nor3_1 (7.8%), sky130_fd_sc_hd__or4_1 (5.9%)" \
    power.sequential.fraction 0 \
    remaining_drc_errors 0 \
    netlist_area_sq_um 256 \
    min_period_over_period 0.979 \
    net-switching-power_uw 24.6 \
    power_frac_comb 1.000 \
    worst_path_largest_cell_delay_ns 0.53 \
    maxSlewHeadroom 0.745 \
    hold_path_depth 4 \
    route.top_layer_used "met3" \
    critical-path-slowest-cell "sky130_fd_sc_hd__or4_4" \
    n_clock_buffer 0 \
    power_switching_share 0.365 \
    timing.max_cap.violations 0 \
]
-- placed cells by master (no fill, tap or decap), types with 2 or more instances in the layout --
master	instances
sky130_fd_sc_hd__nor3_1	4
sky130_fd_sc_hd__clkdlybuf4s50_1	24
sky130_fd_sc_hd__buf_4	3
sky130_fd_sc_hd__xor2_1	10
sky130_fd_sc_hd__nand3_1	4
sky130_fd_sc_hd__xnor2_1	10
sky130_fd_sc_hd__nor4_1	2
-- per-stage QoR --
stage               area, sq um  hold slack [ns]
CTS                         599             2.17
global route                602             2.01
global placement            597             2.23
detailed placement          597             2.24
floorplan                   256             1.36
finish                      602             1.97
-- final cells by class --
cell class,count,area share
Tap cell,46,0.0956
Timing Repair Buffer,29,0.472
Multi-Input combinational cell,34,0.432
-- power by group through the flow --
stage	registers, uW	logic, uW	clock network (uW)
after CTS	0	68.0	0
after global routing	0	74.1	0
final	0	67.4	0
-- worst max path at each step --
stage	start	to	cells after the start
CTS	rdMem[3]	Forward_B[0]	6
global route	rdMem[3]	Forward_A[0]	6
finish	rdMem[3]	Forward_A[0]	6
-- what timing repair did --
item,CTS,global route
resized,2,1
pin swaps,0,2
endpoints found under the setup margin,2,2
-- kinds of logic after synthesis --
logic type / synth area share
AND/OR/NAND/NOR: 0.263
XOR/XNOR: 0.683
AND-OR/OR-AND: 0.0536
-- metal layers --
metal,global-route usage,vias to the layer above
met5,0,-
li1,-,179
met4,0.00528,0
met3,0.00909,0
met1,0.0461,154
met2,0.0570,18
-- tightest hold or removal path: stages --
cell and delay, ns:
sky130_fd_sc_hd__clkdlybuf4s50_1 0.39, sky130_fd_sc_hd__o21ai_0 0.11, sky130_fd_sc_hd__nor3_1 0.07, sky130_fd_sc_hd__dlymetal6s2s_1 0.13
Power and IR drop assume default switching activity.
