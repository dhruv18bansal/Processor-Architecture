--- flow/instructions.txt ---
00000000001000001000001100000000
01000000010000011000001110000000
00000000011000101000010100000100
00000000000000000000000000000000
00000000000000000000000000000000
00000000000000000000000000000000
00000000000000000000000000000000
00000000010000011111010000000000
00000000010000011110010010000000
00000000011000000011010100101011
00000000100100101011000010101011
00000000001000001000101000000100
00000000101000001010010100100011
00000001000000000010010110100011
00000000101101010000011000000000
00000000001000001000000000000000
00000000000000000000000000000000
00000000000000000000000000000000
00000000000000000000000000000000
00000000000000000000000000000000
00000000000000000000000000000000
00000000000000000000000000000000
00000000000000000000000000000000
00000000000000000000000000000000
00000000000000000000000000000000
00000000000000000000000000000000
00000000000000000000000000000000
00000000000000000000000000000000
00000000000000000000000000000000
00000000000000000000000000000000
00000000000000000000000000000000
00000000000000000000000000000000
00000000000000000000000000000000
00000000000000000000000000000000
00000000000000000000000000000000
00000000000000000000000000000000
00000000000000000000000000000000
00000000000000000000000000000000
00000000000000000000000000000000
00000000000000000000000000000000
00000000000000000000000000000000
00000000000000000000000000000000
00000000000000000000000000000000
00000000000000000000000000000000
00000000000000000000000000000000
00000000000000000000000000000000
00000000000000000000000000000000
00000000000000000000000000000000
00000000000000000000000000000000
00000000000000000000000000000000
00000000000000000000000000000000
00000000000000000000000000000000
00000000000000000000000000000000
00000000000000000000000000000000
00000000000000000000000000000000
00000000000000000000000000000000
00000000000000000000000000000000
00000000000000000000000000000000
00000000000000000000000000000000
00000000000000000000000000000000
00000000000000000000000000000000
00000000000000000000000000000000
00000000000000000000000000000000
00000000000000000000000000000000
--- flow/run.sh ---
#!/bin/bash
# OpenROAD 26Q1-2900-gdf79404cd8, Yosys 0.63+post, stock flow scripts
make -C /OpenROAD-flow-scripts/flow DESIGN_CONFIG=/design/flow/config.mk WORK_HOME=/design/flow/orfs finish
--- flow/config.mk ---
export PLATFORM = sky130hd
export DESIGN_NAME = mux
export DESIGN_NICKNAME = mux
export VERILOG_FILES = /design/flow/design.v
export SDC_FILE = /design/flow/constraint.sdc
export NUM_CORES = 4
export LEC_CHECK = 1
export CORE_AREA = 10 10 84 84
export DIE_AREA = 0 0 94 94
--- flow/constraint.sdc ---
current_design mux

set clk_period 1.0
set clk_io_pct 0.2

create_clock -name clk0 -period $clk_period

set non_clock_inputs [all_inputs -no_clocks]
set_input_delay [expr $clk_period * $clk_io_pct] -clock clk0 $non_clock_inputs
set_output_delay [expr $clk_period * $clk_io_pct] -clock clk0 [all_outputs]
--- flow/design.v ---
module full_adder(input A, B, cin, output sum, cout);
  assign sum = A ^ B ^ cin;
  assign cout = (A & B) | (B & cin) | (A & cin);
endmodule
module bitwise_not(input [63:0] A, output [63:0] Y);
  assign Y = ~A;
endmodule
module adder(input signed [63:0] A, B, input cin, output [63:0] sum, output cout);
  wire [63:0] carry;
  genvar i;
  generate
    for (i = 0; i < 64; i = i + 1) begin: FA
      if (i == 0)
        full_adder FA (A[i], B[i], cin, sum[i], carry[i]);
      else
        full_adder FA (A[i], B[i], carry[i-1], sum[i], carry[i]);
    end
  endgenerate
  assign cout = carry[63];
endmodule
module subtractor_64bit(input signed [63:0] A, B, output [63:0] diff, output cout);
  wire [63:0] B_neg;
  bitwise_not B_INV (B, B_neg);
  adder ADD (A, B_neg, 1'b1, diff, cout);
endmodule
module bitwise_and(input [63:0] A, B, output [63:0] Y);
  genvar i;
  generate
    for (i = 0; i < 64; i = i + 1) begin: gen_and_gates
      and a1 (Y[i], A[i], B[i]);
    end
  endgenerate
endmodule
module bitwise_or(input [63:0] A, B, output [63:0] Y);
  genvar i;
  generate
    for (i = 0; i < 64; i = i + 1) begin: gen_or_gates
      or o1 (Y[i], A[i], B[i]);
    end
  endgenerate
endmodule
module ALU(
    input signed [63:0] A, B,
    input [3:0] control,
    output reg signed [63:0] result,
    output reg Zero
);
  wire [63:0] sum, diff, and_out, or_out;
  wire cout;
  adder ADD (A, B, 1'b0, sum, cout);
  subtractor_64bit SUB (A, B, diff, cout);
  bitwise_and AND_ (A, B, and_out);
  bitwise_or OR_ (A, B, or_out);
  always @(*) begin
    case (control)
      4'b0010: result = sum;       
      4'b0110: result = diff;      
      4'b0000: result = and_out;   
      4'b0001: result = or_out;     
      default: result = 64'b0;
    endcase
    Zero = (result == 64'b0) ? 1'b1 : 1'b0;
  end
endmodule
module instruction_memory (
    input [63:0] PC,
    output  [31:0] instruction
);
    reg [31:0] memory[0:63];
    initial begin
    $readmemb("instructions.txt", memory);
  end
   assign instruction=memory[PC[63:0]];
endmodule
module instruction_decoder (
    input [31:0] instruction,
    output [4:0] read_reg1,
    output [4:0] read_reg2,
    output [4:0] write_reg,
    output [31:0] imm,
    output [6:0] opcode,
    output [2:0] funct3,
    output [6:0] funct7
);
assign opcode = instruction[6:0];
assign funct3 = instruction[14:12];
assign funct7 = instruction[31:25];
reg [4:0] rs1, rs2, rd,parth;
reg [31:0] imm_val;
always @(*) begin
    rs1 = 5'b0;
    rs2 = 5'b0;
    rd = 5'b0;
    imm_val = 32'b0;
    parth = 5'b0;
    case (opcode)
        7'b0000000: begin
            rs1 = instruction[19:15];
            rs2 = instruction[24:20];
            rd = instruction[11:7];
        end
        7'b0100011: begin
            rs1 = instruction[19:15];
            rd = instruction[11:7];
            imm_val = {{20{instruction[31]}}, instruction[31:20]};
            parth= 5'b1;
        end
        7'b0101011: begin
            rs1 = instruction[19:15];
            rs2 = instruction[24:20];
            imm_val = {{20{instruction[31]}}, instruction[31:25], instruction[11:7]};
        end
        7'b0000100: begin
            rs1 = instruction[19:15];
            rs2 = instruction[24:20];
            imm_val = {{19{instruction[31]}}, instruction[31], instruction[7], instruction[30:25], instruction[11:8], 1'b0};
        end
        default: begin
        end
    endcase
end
assign read_reg1 = rs1;
assign read_reg2 = rs2;
assign write_reg = rd;
assign imm = imm_val;
endmodule
module data_memory (
    input clk,
    input memWrite,
    input memRead,
    input reset,
    input [63:0] address,
    input [63:0] write_data,
    output reg [63:0] read_data
);
    reg [63:0] memory [0:1023];
    integer i;
     always @(posedge clk) begin
        if (reset) begin
            for (i = 0; i < 1024; i = i + 1) begin
                memory[i] <= 64'b0;
            end
        end 
    end
     always @(*) begin
        read_data = (memRead == 0) ? 64'b0 : memory[address];  
    end
    always @(posedge clk) begin
        if (memWrite) 
            memory[address] = write_data;
    end
endmodule
module register_file (
    input clk,
    input reset,
    input regWrite,
    input [4:0] read_reg1,
    input [4:0] read_reg2,
    input [4:0] write_reg,
    input [63:0] write_data,
    output reg [63:0] read_data1,
    output reg [63:0] read_data2
);
    reg [63:0] registers [0:31];
    integer i;
    always @(posedge clk) begin
        if (reset) begin
            for (i = 0; i < 32; i = i + 1) begin
                registers[i] <= 64'b0;
            end
            registers[3] <= {62'b0, 2'b11};   
            registers[2] <= {62'b0, 2'b10};
        end 
        else if (regWrite && write_reg != 0) begin
            registers[write_reg] <= write_data;
        end
    end
    always @(*) begin
        read_data1 = (read_reg1 == 0) ? 64'b0 : registers[read_reg1];  
    end
    always @(*) begin
        read_data2 = (read_reg2 == 0) ? 64'b0 : registers[read_reg2];
    end
endmodule
module mux(
    input [63:0] in0,
    input [63:0] in1,
    input select,
    output [63:0] out
);
    assign out = select ? in1 : in0;
endmodule
module ControlUnit(
    input [5:0] Op,  
    output RegWrite, MemtoReg, MemRead, MemWrite, Branch, ALUSrc,
    output [1:0] ALUOp
);
    wire R_format, lw, sw, beq;
    and (R_format, ~Op[5], ~Op[4], ~Op[3], ~Op[2], ~Op[1], ~Op[0]);  
    and (lw, Op[5], ~Op[4], ~Op[3], ~Op[2], Op[1], Op[0]);          
    and (sw, Op[5], ~Op[4], Op[3], ~Op[2], Op[1], Op[0]);           
    and (beq, ~Op[5], ~Op[4], ~Op[3], Op[2], ~Op[1], ~Op[0]);       
    assign RegWrite = R_format | lw;        
    assign MemtoReg = lw;                   
    assign MemRead = lw;                   
    assign MemWrite = sw;                   
    assign Branch = beq;                  
    assign ALUSrc = lw | sw;               
    assign ALUOp[1] = R_format;          
    assign ALUOp[0] = beq;               
endmodule
module alu_control(
    input  [1:0] ALUOp,
    input  [2:0] func3,
    input  [6:0] func7,  
    output reg [3:0] ALUControl
);
    wire func7_5 = func7[5];
    always @(*) begin
        case (ALUOp)
            2'b00: ALUControl = 4'b0010;
            2'b01: ALUControl = 4'b0110;
            2'b10: begin
                case (func3)
                    3'b000: begin
                        if (func7_5 == 1'b1)
                            ALUControl = 4'b0110;
                        else
                            ALUControl = 4'b0010;
                    end
                    3'b111: ALUControl = 4'b0000;
                    3'b110: ALUControl = 4'b0001;
                    default: ALUControl = 4'b1111;
                endcase
            end
            default: ALUControl = 4'b1111;
        endcase
    end
endmodule
module immediate_extension(
    input [31:0] imm_in,
    output [63:0] imm_out
);
    assign imm_out = {{32{imm_in[31]}}, imm_in};
endmodule
module processor(
    input clk,
    input reset
);
    reg [63:0] PC;
    wire [31:0] instruction;
    wire [63:0] reg_data1, reg_data2, alu_result, mem_data, wb_data;
    wire [31:0] imm_ext;
    wire [63:0] imm_ext_64;   
    wire [3:0] alu_control;
    wire [6:0] opcode, funct7;
    wire [2:0] funct3;
    wire reg_write, mem_write, mem_read, alu_src, mem_to_reg, branch;
    wire [1:0] alu_op;
    wire zero, PCsrc;
    wire [4:0] read_reg1, read_reg2, write_reg;
    wire [63:0] pc_branch_target;   
    assign pc_branch_target = PC + imm_ext_64;
    always @(posedge clk or posedge reset) begin
        if (reset)
            PC <= 0;
        else
            PC <= (PCsrc) ? pc_branch_target : (PC + 1);
    end
    instruction_memory IF (
        .PC(PC),
        .instruction(instruction)
    );
    instruction_decoder ID (
        .instruction(instruction), 
        .read_reg1(read_reg1),
        .read_reg2(read_reg2),
        .write_reg(write_reg),
        .imm(imm_ext),
        .opcode(opcode),
        .funct3(funct3),
        .funct7(funct7)
    );
    immediate_extension IMM_EXT (
        .imm_in(imm_ext),
        .imm_out(imm_ext_64)
    );
    ControlUnit CU (
        .Op(opcode[5:0]),
        .RegWrite(reg_write),
        .MemtoReg(mem_to_reg),
        .MemRead(mem_read),
        .MemWrite(mem_write),
        .Branch(branch),
        .ALUSrc(alu_src),
        .ALUOp(alu_op)
    );
    register_file RF (
        .clk(clk),
        .reset(reset),
        .read_reg1(read_reg1),
        .read_reg2(read_reg2),
        .write_reg(write_reg),
        .write_data(wb_data),
        .regWrite(reg_write),
        .read_data1(reg_data1),
        .read_data2(reg_data2)
    );
    alu_control ALU_CTRL (
        .ALUOp(alu_op),
        .func3(funct3),
        .func7(funct7),
        .ALUControl(alu_control)
    );
    wire [63:0] ALU_B;
    assign ALU_B = (alu_src) ? imm_ext_64 : reg_data2;   
    ALU EX (
        .control(alu_control), 
        .A(reg_data1), 
        .B(ALU_B),  
        .result(alu_result), 
        .Zero(zero)
    );
    data_memory MEM (
        .clk(clk), 
        .memWrite(mem_write), 
        .memRead(mem_read), 
        .reset(reset),
        .address(alu_result), 
        .write_data(reg_data2), 
        .read_data(mem_data)
    );
    assign PCsrc = branch & zero;
    assign wb_data = mem_to_reg ? mem_data : alu_result;
endmodule
==> run summary <==
impl run done, here's what came out: Worst VDD drop 0.168 mV, FF/Latch Area 0 µm², registers 0, Final Non-Filler Cells 339, CP Capture Type output port, Hold Vio Cnt, Final 0, DRT Pass-1 Iters 2, Fmax 843 MHz, initial antenna violation count 0, Util after Layout 60.4%, final instance area 3150 µm², Max FO, Critical Path 5, fp util 20.7%, wire length of the first global-routing pass 9.24 mm, main area contributors mux2_4 84%, buf_12 11%, mux2_2 4.2%, Area leader share 83.6%, Top-Level Pins 193, Syn Inst Count 71, nature of the critical path startpoint input pin, yosys stat area 1080 µm², ant diodes 0, First DRT Iteration DRCs 17, Lkg Pwr 0.00174 µW, Min-Delay Endpoint out[0], area post-placement 3040 µm², Comb area 957 µm², chip area 8840 µm², required time worst endpoint 0.80 ns, hold_buf cts 0, # fillers 493, Site Rows 26, RePlAce Congestion 0.823, Critical Path AT 0.99 ns, type of the worst setup path in2out, Horiz. Die Dim 94 µm, YS warnings 0, largest net degree at the start of global routing 11, register area share after synthesis 0%, Mapped Avg Cell Area 15.2 µm², clock buffers 0, Final HPWL DP 6.07 mm, Core Area 5200 µm², drt drc 0, post-DR wirelength/cell 20.4 µm, via count 1322, WHS Path Cells 3, Worst Max-Slew Pin Slew 0.0909 ns, Post-Route WL 6.92 mm, Total Power 1280 µW, RSZ-0062 raised after global routing true, GRT Overall Usage 13.8%, post-route minimum period 1.19 ns, PwrDens 407 nW/µm², grt ovf 0, Cell Type Count 4, # Cells Yosys 71, DIE HEIGHT 94 µm, Synth area leader mux2_4, number of max-cap violations 0, Antenna Nets Post-Route 0, Slew Limit Fails 0, Layout area overhead 192%, Mapped Area 1080 µm², via count of the first global-routing pass 1507, failing checks setup timing, Worst Hold Launch in1[0], dpl ws -0.541 ns, Log Warnings 35, final setup vio count 64, # port buffers 193, post-layout period usage 119%, setup ws final -0.186 ns, Hold WC Path Type in2out, post-DR vias/cell 3.90, Max-slew headroom 93.9%, DP Cell Count 331, status finished with violations, layout cells sized above 1 52.4%
-- layout by cell type (no fill, tap or decap) --
| cell type | count |
|---|---|
| dlygate4sd2_1 | 118 |
| mux2_4 | 63 |
| buf_6 | 51 |
| buf_2 | 11 |
| dlymetal6s2s_1 | 6 |
| buf_16 | 5 |
| buf_12 | 5 |
| clkdlybuf4s50_1 | 4 |
| clkbuf_16 | 3 |
| clkbuf_2 | 2 |
| mux2_2 | 1 |
-- synth_stat cells --
master / n
buf_12: 6
mux2_4: 60
mux2_2: 4
buf_6: 1
-- report_power, final --
group	switching (µW)	total (µW)	internal [µW]
registers	0	0	0
clock network	0	0	0
logic	300	1280	980
total	300	1280	980
-- timing repair --
item | 4_1_cts | 5_1_grt
resized | 368 | 24
endpoints found under the setup margin | 64 | 64
setup buffers | 1 | 0
gates cloned | 4 | 3
endpoints found under the hold margin | 0 | 0
-- cells by family (layout without fill, tap and decap cells) --
family                 count (synthesis)  count (layout)  share of synthesized area [%]
muxes                                 64              64                           87.8
buffers and inverters                  7             205                           12.2
-- critical path, cell delays in order --
cell    delay, ns
buf_16       0.13
buf_16       0.14
buf_12       0.12
mux2_4       0.28
buf_2        0.12
-- how the worst max path moves through the flow --
stage,cells after the start,start,to
CTS,4,select,out[63]
global route,5,select,out[17]
finish,5,select,out[17]
-- metal layers --
layer / track usage, % / vias to the layer above / wire [µm] / part of all wire, %
met5: 0 / - / 0 / 0
met4: 0.380 / 0 / 0 / 0
met3: 5.90 / 0 / 730 / 11
met2: 27.8 / 77 / 4030 / 58
met1: 13.0 / 572 / 2170 / 31
li1: - / 673 / - / -
-- area by class of cell --
class | instances | area share (%)
timing repair buffer | 205 | 66.8
multi-input combinational | 64 | 30.4
tap | 70 | 2.78
-- stage by stage --
| step | TNS, ns | hold WS (ns) |
|---|---|---|
| after CTS | -8.47 | 0.798 |
| after detailed placement | -31.87 | 1.33 |
| final | -6.42 | 0.698 |
| after global routing | -7.39 | 0.714 |
| after global placement | -32.06 | 1.33 |
| after floorplan | 0 | 0.498 |
Power figures rest on the tool's default switching activity, not on a simulated workload.
